**design.v**
```verilog
module PE
(   
	input wire [2:0]	dataA,
	input wire [2:0]	dataB,
	input wire [2:0]	dataC,	 
	input wire [8:0]	weight_matrix,	 
	output reg  comparator		 
);
	reg [8:0] concat;
	reg [3:0] verify; 
	reg [8:0] XNB;
	integer i;
	always@(*)
	begin
	  concat={dataC,dataB,dataA};
	end 
	always@(*)
	begin
	  XNB=~(concat ^ weight_matrix);
	end
	always@(*)
	begin
	   verify=0;
		for(i=0;i<9;i=i+1)
		    verify=verify+XNB[i];
	end
	always@(*)
	begin
	   if (verify>4)
		    comparator=1;
			 else 
			 comparator=0;
	end
endmodule	 
```
**run.sh**
```bash
#!/bin/bash
# OpenROAD 26Q1-2900-gdf79404cd8, Yosys 0.63+post, stock flow scripts
make -C /OpenROAD-flow-scripts/flow DESIGN_CONFIG=/design/flow/config.mk WORK_HOME=/design/flow/orfs finish
```
**config.mk**
```make
export PLATFORM = sky130hd
export DESIGN_NAME = PE
export DESIGN_NICKNAME = PE
export VERILOG_FILES = /design/flow/design.v
export SDC_FILE = /design/flow/constraint.sdc
export NUM_CORES = 4
export LEC_CHECK = 1
export CORE_AREA = 10 10 70 70
export DIE_AREA = 0 0 80 80
```
**constraint.sdc**
```tcl
current_design PE

set clk_period 5.9
set clk_io_pct 0.2

create_clock -name clk0 -period $clk_period

set non_clock_inputs [all_inputs -no_clocks]
set_input_delay [expr $clk_period * $clk_io_pct] -clock clk0 $non_clock_inputs
set_output_delay [expr $clk_period * $clk_io_pct] -clock clk0 [all_outputs]
```
==> impl_metrics.py <==
# Physical implementation metrics
metrics = {
    "die": {
        "rows": 21,
        "core_area_um2": 3416,
        "die_y_um": 80,
        "fp_util": 0.07692,
        "dieArea_um2": 6400,
        "die_w_um": 80,
        "io_pins": 19,
    },
    "logic_synthesis": {
        "ys_cells": 26,
        "syn_area_per_cell_um2": 10.11,
        "ys_area_um2": 262.8,
        "netlist_instances": 26,
        "synthesis.area_um2": 262.8,
        "synth_seq_share": 0,
        "synth_cell_type_count": 8,
        "yosys_warnings": 1,
    },
    "final_timing": {
        "finalHoldViolations": 0,
        "max_freq_ghz": 0.1748,
        "finalMaxSlewViolations": 0,
        "max-slew-margin-rel": 0.8485,
        "post-route-period-util": 0.9697,
        "worstMarginPinSlew_ps": 226.5,
        "setup_viol": 0,
        "fin_crit_ps": 5721,
    },
    "power_and_ir_drop": {
        "p_per_area_nw_per_um2": 223.2,
        "ir_drop_mv": 0.06666,
        "power_leakage_nw": 0.2212,
        "finalPower_uw": 120.1,
    },
    "finish": {
        "mostFrequentLayoutCell": "clkdlybuf4s50_1",
        "flops": 0,
        "nClkBuffers": 0,
        "regArea_um2": 0,
        "n_fill_cell": 383,
        "mostFrequentLayoutCells": "clkdlybuf4s50_1, dlygate4sd2_1, xor2_1, inv_1, fa_1",
        "post-route-util": 0.1575,
        "final_layout_size_suffix_gt1_frac": 0.2174,
        "area_growth_pct": 104.8,
    },
    "route": {
        "drt_wl_total_um": 683,
        "wl_per_cell_um": 7.424,
        "drc": 0,
        "antenna_cells": 0,
        "route.met3.wl_um": 74,
        "antenna_left": 0,
        "met2_length_um": 393,
        "vias_per_cell": 2.413,
        "drtIter0Drc": 9,
        "dr.pass1.iters": 2,
        "wl_met1_um": 216,
        "top_layer_used": "met3",
        "num_vias": 222,
    },
    "placed_design": {
        "hpwlAfterDp_um": 645.1,
        "io_buffers": 19,
        "place_congestion": 0.7471,
    },
    "grt": {
        "grt_max_degree": 3,
        "gr-usage-all-layers": 0.02161,
        "grt-ovfl-total": 0,
        "antenna_found_initial": 0,
        "grt_pass1_wl_um": 1145,
        "grt_pass1_vias": 266,
    },
    "critical_path": {
        "cp_slowest_cell": "fa_1",
        "crit_type": "input pin to output port",
        "crit_fanout": 2,
        "crit_chain": "dlygate4sd2_1 > xnor2_2 > fa_1 > inv_1 > fa_1 > inv_2 > fa_1 > inv_1 > fa_2 > inv_2 > fa_1 > nor2b_2 > o22ai_2 > clkdlybuf4s15_1",
        "slowest_delay_ps": 530,
        "crit_arrival_ps": 4540,
        "cp-start-kind": "input pin",
        "crit_buf_inv": 6,
        "crit_family": "adder cells",
        "cp_common_cell": "fa_1",
        "critPathCaptureType": "output port",
        "required_ps": 4720,
    },
    "run": {
        "warnings": 32,
        "maxCapViolations": 0,
    },
    "clock_network": {
        "cts_setup_buffers": 0,
        "holdBufCountCts": 0,
    },
    "hold_path": {
        "min_path_type": "input pin to output port",
    },
    "run_status": {
        "outcome": "finished, final reports clean",
    },
}
where the power goes:
group          switching (mW)  internal, mW
combinational          0.0522        0.0679
sequential                  0             0
clock                       0             0
total                  0.0522        0.0679
metal layers:
metal  vias to the layer above  track usage
li1                        117            -
met1                       100      0.02215
met2                         5      0.04254
met3                         0     0.007955
met4                         0            0
met5                         -            0
what timing repair did:
| action | in CTS | in global routing |
|---|---|---|
| endpoints found under the setup margin | 1 | 1 |
| endpoints found under the hold margin | 0 | 0 |
| pin swaps | 0 | 1 |
| resized | 12 | 3 |
synth_stat cells, drive strengths merged:
master | n | area, um^2
fa | 5 | 100.1
xor2 | 4 | 35.03
o22ai | 1 | 12.51
nor2b | 1 | 6.260
ha | 2 | 25.02
inv | 6 | 22.52
xnor2 | 6 | 52.55
a21oi | 1 | 8.760
worst paths after layout:
path | start | to | slack (ps) | cells after the start
max | weight_matrix[3] | comparator | 180 | 14
min | dataA[1] | comparator | 3430 | 7
stage by stage:
| stage | setup TNS [ps] | cell area, um^2 | hold WS [ps] | instances | worst slack (ps) |
|---|---|---|---|---|---|
| CTS | 0 | 534.3 | 3501 | 92 | 1.959 |
| global placement | -396.0 | 518.0 | 3866 | 92 | -396.0 |
| detailed placement | -398.8 | 518.0 | 3870 | 92 | -398.8 |
| floorplan | 0 | 262.8 | 2866 | 26 | 584.6 |
| finish | 0 | 538.0 | 3433 | 92 | 179.0 |
| global route | -2.265 | 538.0 | 3529 | 92 | -2.265 |
cell type report:
class                           count  area [um^2]  area share
Multi-Input combinational cell     20        267.8      0.4977
Inverter                            6        22.52     0.04186
Timing Repair Buffer               20        190.2      0.3535
Tap cell                           46        57.56      0.1070
cell families after synthesis:
group / Yosys count / synth area share
compound gates: 2 / 0.08095
xor+xnor: 10 / 0.3333
fa+ha+maj: 7 / 0.4762
buf+inv: 6 / 0.08571
simple gates: 1 / 0.02382
Power is estimated from default activity; no workload was simulated.
